### flow/run.sh
#!/bin/bash
# OpenROAD 26Q1-2900-gdf79404cd8, Yosys 0.63+post, stock flow scripts
make -C /OpenROAD-flow-scripts/flow DESIGN_CONFIG=/design/flow/config.mk WORK_HOME=/design/flow/orfs finish
### flow/config.mk
export PLATFORM = sky130hd
export DESIGN_NAME = ClockDivider
export DESIGN_NICKNAME = ClockDivider
export VERILOG_FILES = /design/flow/design.v
export SDC_FILE = /design/flow/constraint.sdc
export NUM_CORES = 4
export LEC_CHECK = 1
export CORE_AREA = 10 10 113 113
export DIE_AREA = 0 0 123 123
### flow/constraint.sdc
current_design ClockDivider

set clk_period 4.2
set clk_io_pct 0.2

create_clock -name clk0 -period $clk_period [get_ports {clk_in}]

set non_clock_inputs [all_inputs -no_clocks]
set_input_delay [expr $clk_period * $clk_io_pct] -clock clk0 $non_clock_inputs
set_output_delay [expr $clk_period * $clk_io_pct] -clock clk0 [all_outputs]
### flow/design.v
module ClockDivider #(parameter DIV = 25000000)(  
    input wire clk_in,
    input wire rst,
    output reg clk_out
);
    reg [31:0] counter = 0;
    always @(posedge clk_in or posedge rst) begin
        if (rst) begin
            counter <= 0;
            clk_out <= 0;
        end else if (counter >= DIV) begin
            counter <= 0;
            clk_out <= ~clk_out;
        end else begin
            counter <= counter + 1;
        end
    end
endmodule
==> qor.yml <==
status:
  status: "finished clean"
clocking:
  cts_max_path_buffers: 2
  cts-resized-gates: 0
  cts_tree: "yes"
  clk_latency_ns: 0.28
  post_cts_buffers: 0
  clkTransAtPathRegs_ns: 0.06
  cts_hold_repair.buffers: 0
  cts_max_level: 2
  clock-sinks: 33
  cts-root-buf: "clkbuf_8"
  cts_buffers: 5
power_and_ir_drop:
  pwr-share-clk_pct: 40.4
  power.density_nw_per_um2: 329
  p_sw_share_pct: 19.7
  pwr-share-seq_pct: 56.9
  internal-power_w: 0.000461
  leakage_nw: 0.694
  p_comb_share_pct: 2.6
  netSwitchingPower_w: 0.000113
  peakVddDrop_mv: 0.215
placement:
  hpwl_um: 1550
  numPortBuffers: 2
  gp_congestion: 0.760
final_timing:
  skew_ns: 0.00312
  hold_violations: 0
  rsz0062_at_grt: "no"
  fin_tns_setup_ns: 0
  slew_headroom_pct: 48.5
  finalSetupViolCount: 0
  fin_crit_ns: 2.28
  tightestPinTransition_ns: 0.773
  finalClockPeriodUsage_pct: 54.3
  fmax_mhz: 439
  slew_viol_final: 0
  fin_hold_ws_ns: 0.464
cells_and_area:
  seq_area_um2: 826
  area_delta_synth_final_pct: 19.1
  drive_gt1_share_pct: 5.13
  n_fill_cell: 1125
  logic_area_um2: 601
detailed_routing:
  drc: 0
  postRouteAntennaNets: 0
  vias: 960
  wl_per_cell_um: 7.83
  n_antenna_cell: 0
  routed_wl_um: 2290
  firstDrtPassIters: 4
  avgViaCountPerCell: 3.29
  drt_iter0_drc: 51
global_routing:
  grt_max_degree: 34
  antenna_found_initial: 0
  grt_pass1_vias: 915
  grt_overflow: 0
  grt_use_total_pct: 3.23
  grt_pass1_wl_um: 4200
synthesis:
  yosys_area_um2: 1460
  flop_cell: "dfrtp_1"
  yosysTopAreaCellShare_pct: 56.4
  top_cells_by_count: "dfrtp_1 (33), nor2_1 (31), xor2_1 (14), nand3_1 (11), nand2_1 (9)"
  ys_cells: 142
  synthXorXnorAreaFrac_pct: 13.2
  yosys.area_share.simple_pct: 21.5
  ys_sh_adder_pct: 1.71
  ys_sh_aoi_pct: 2.91
  mux_area_share_pct: 0
  syn_avg_cell_area_um2: 10.3
  synth_cells: 142
  ys_seq_share_pct: 56.4
  ys_top_cells_by_area: "dfrtp_1 (56%), xor2_1 (8.4%), nor2_1 (7.9%)"
  synthesis.area_um2: 1460
  yosys.cell_count.top_type: "dfrtp_1"
  numSynthFlops: 33
  yosys.area.top_type: "dfrtp_1"
  edf_count: 0
  async_flop_share_pct: 100
  yosysWarnings: 1
  logic_family: "simple AND/OR/NAND/NOR gates"
  ys_types: 19
worst_hold_path:
  min_from: "clk_out"
  hold_path_class: "register to register"
  min_to: "clk_out"
  hold_depth: 1
floorplanning:
  coreArea_um2: 10300
  die_w_um: 123
  rows: 37
  initial_core_util_pct: 14.2
  io_pins: 3
  die_area_um2: 15100
  die_h_um: 123
worst_setup_path:
  cp_cell_sequence: "or4_1, o311ai_1, nor3_1, a211o_1, xor2_1"
  critPathCaptureType: "register"
  worstSetupPathDepth: 5
  slowest_stage: "a211o_1"
  path_class: "register to register"
  r2r_cells: 5
  start_kind: "register"
  worstPathMaxFanout: 25
  critPathArrivalTime_ns: 2.41
  critPathBufInv: 0
  max_stage_delay_ns: 0.58
  r2r_end: "clk_out"
  r2r_start: "counter[15]"
  cp.required_ns: 4.33
  path_delay_family: "AND-OR/OR-AND gates"
  r2r_slack_ns: 1.92
run:
  maxCapViolCount: 0
  warning_count: 27
kinds of logic (layout without fill, tap and decap cells):
| group | Yosys count | count (layout) |
|---|---|---|
| flops | 33 | 33 |
| simple gates | 69 | 69 |
| compound gates | 5 | 5 |
| buf+inv | 10 | 18 |
| xor+xnor | 22 | 22 |
| other cells | 1 | 7 |
| fa+ha+maj | 2 | 2 |
worst register-to-register path, stage by stage (launching register included):
cell and delay (ns):
dfrtp_1 0.43, or4_1 0.54, o311ai_1 0.23, nor3_1 0.09, a211o_1 0.58, xor2_1 0.25
registers in the layout, summed over array words and instances, names as in the netlist:
| name | flops |
|---|---|
| counter | 32 |
| clk_out | 1 |
power by group through the flow:
stage	combinational, W	sequential, W	clock, W
4_1_cts	0.0000164	0.000327	0.000239
5_1_grt	0.0000173	0.000327	0.000251
6_report	0.0000151	0.000327	0.000232
final cells by class:
class / count / area share (%)
Sequential cell: 33 / 47.3
Inverter: 7 / 1.51
Multi-Input combinational cell: 105 / 34.4
Timing Repair Buffer: 4 / 2.01
Clock buffer: 7 / 4.95
Tap cell: 136 / 9.76
layout by cell type (no fill, tap or decap), types with 2 or more instances in the layout:
cell type / Yosys / routed
xnor2_1: 8 / 8
dfrtp_1: 33 / 33
nand3_1: 11 / 11
nand2_1: 9 / 9
and3_1: 5 / 5
inv_1: 7 / 7
nor4_1: 2 / 2
ha_1: 2 / 2
a41oi_1: 2 / 2
nor3_1: 4 / 4
nor2_1: 31 / 31
xor2_1: 14 / 14
clkbuf_8: 0 / 6
buf_4: 0 / 2
nand4_1: 6 / 6
conb_1: 1 / 7
clkdlybuf4s50_1: 0 / 2
per-stage QoR:
stage | util, % | setup slack (ns) | total power (W) | std cells | area, um^2
floorplan | - | 2.29 | 0.000339 | 148 | 1490
global placement | 16.1 | 1.93 | 0.000349 | 285 | 1660
detailed placement | 16.1 | 1.89 | 0.000349 | 285 | 1660
CTS | 16.9 | 1.89 | 0.000583 | 292 | 1740
global route | 16.9 | 1.69 | 0.000595 | 292 | 1740
finish | 16.9 | 1.92 | 0.000574 | 292 | 1740
how the worst max path moves through the flow:
| stage | startpoint | end |
|---|---|---|
| after CTS | counter[15] | clk_out |
| after global routing | counter[15] | clk_out |
| final | counter[15] | clk_out |
layer usage:
| layer | global-route usage [%] | wire length, um |
|---|---|---|
| met1 | 4.46 | 1090 |
| met3 | 0.925 | 91 |
| met4 | 0.509 | 42 |
| met5 | 0 | 0 |
| met2 | 5.05 | 1070 |
No activity file was given, so power comes from the tool's default toggle rates.
